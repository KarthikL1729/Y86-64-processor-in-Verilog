==> design/flow/design.v <==
module rdecode(clk, D_stall, D_bubble, f_stat, f_icode, f_ifun ,f_rA, f_rB, f_valC, f_valP, D_stat, D_icode, D_ifun ,D_rA, D_rB, D_valC, D_valP);
    input clk, D_stall, D_bubble;
    input [3:0] f_stat;
    input [3:0] f_icode, f_ifun, f_rA, f_rB;
    input [63:0] f_valC, f_valP;
    output reg [3:0] D_stat;
    output reg [3:0] D_icode, D_ifun, D_rA, D_rB;
    output reg [63:0] D_valC, D_valP;
    always @(posedge clk) begin
        if(D_stall) begin
        end
        else if(D_bubble) begin
            D_stat <= f_stat;
            D_icode <= 1;
            D_ifun <= 0;
        end
        else begin
            D_stat <= f_stat;
            D_icode <= f_icode;
            D_ifun <= f_ifun;
            D_rA <= f_rA;
            D_rB <= f_rB;
            D_valC <= f_valC;
            D_valP <= f_valP;
        end
    end
endmodule
==> design/flow/run.sh <==
#!/bin/bash
# OpenROAD 26Q1-2900-gdf79404cd8, Yosys 0.63+post, stock flow scripts
make -C /OpenROAD-flow-scripts/flow DESIGN_CONFIG=/design/flow/config.mk WORK_HOME=/design/flow/orfs finish
==> design/flow/config.mk <==
export PLATFORM = sky130hd
export DESIGN_NAME = rdecode
export DESIGN_NICKNAME = rdecode
export VERILOG_FILES = /design/flow/design.v
export SDC_FILE = /design/flow/constraint.sdc
export NUM_CORES = 4
export LEC_CHECK = 1
export CORE_AREA = 10 10 176 176
export DIE_AREA = 0 0 186 186
==> design/flow/constraint.sdc <==
current_design rdecode

set clk_period 9.5
set clk_io_pct 0.2

create_clock -name clk0 -period $clk_period [get_ports {clk}]

set non_clock_inputs [all_inputs -no_clocks]
set_input_delay [expr $clk_period * $clk_io_pct] -clock clk0 $non_clock_inputs
set_output_delay [expr $clk_period * $clk_io_pct] -clock clk0 [all_outputs]
==> flow_metrics.tcl <==
# flow metrics
set metrics [dict create \
    crit_path_max_fanout 54 \
    drc 0 \
    worst_ir_drop_vdd_uv 93.9 \
    async_reset_ff_frac 0 \
    pwr_density_cell_nw_per_um2 181 \
    fp_util 0.167 \
    drv_cap 0 \
    core-area_sq_um 27000 \
    postCtsSetupBuffers 0 \
    ios 299 \
    path_class "in -> reg" \
    clock_path_buffers 2 \
    crit_required_ps 9530 \
    status "finished clean" \
    fmax_mhz 265 \
    synth.top_cell.area_share 0.987 \
    grt_usage 0.0860 \
    yosys.stat.seqShare 0.987 \
    syn_avg_cell_area_sq_um 28.5 \
    post_drt_wl_per_cell_microns 18.2 \
    cts_resized 0 \
    fin_crit_ps 3780 \
    chipWidth_microns 186 \
    area_leaders "edfxtp_1 99%, nor2b_1 0.97%, or2_1 0.14%, inv_1 0.083%, nor2_1 0.083%" \
    grt_pass1_vias 2919 \
    final_util 0.314 \
    fill_cells 2630 \
    syn_area_sq_um 4500 \
    viasPerCell 3.31 \
    cts_htree_levels 4 \
    grt_overflow 0 \
    portBuffers 298 \
    p_leak_nw 2.85 \
    drtIter0Drc 80 \
    combGateArea_sq_um 61.3 \
    stdcell_count 835 \
    cts_sinks 148 \
    grt_max_degree 55 \
    startpoint "D_bubble" \
    most_common_cell "edfxtp_1" \
    dp.cells 800 \
    chipArea_sq_um 34600 \
    drive_above_1_share 0.0573 \
    globalplace.congestion 0.778 \
    fp-row-count 60 \
    post-place-ws_ps 5230 \
    tightest_slew_ps 707 \
    fin_hold_ws_ps 2040 \
    wl_mm 15.2 \
    finalHoldViolCount 0 \
    tns_ps 0 \
    relSlewSlack 0.528 \
    critical_path_arrival_ps 3810 \
    syn_to_final_growth_pct 88.3 \
    yosys_cells 158 \
    cts-root-buf "clkbuf_16" \
    setup_viol 0 \
    vias 2764 \
    tritoncts "yes" \
    numCtsBuffers 17 \
    die_h_microns 186 \
    synth_top_cell_by_area "edfxtp_1" \
    critPathLaunchType "primary input" \
    slew_viol_final 0 \
    finalClockPeriodUsage 0.398 \
    ff_type "edfxtp_1" \
    setup_ws_ps 5720 \
    rsz0062_at_grt "no" \
    synthTopCellsByCount "148 x edfxtp_1, 7 x nor2b_1, 1 x inv_1, 1 x nor2_1, 1 x or2_1" \
    place_hpwl_mm 12.4 \
    postRouteAntennaNets 0 \
    synth.distinct_cells 5 \
    drt_pass1_iterations 4 \
    cts_hold_buf 0 \
    cp-end-kind "flop" \
    edf_count 148 \
    yosysWarnings 1 \
    min_from "f_valP[55]" \
    warnings 25 \
    synthCells 158 \
    min_path_type "in -> reg" \
    ys.flops 148 \
    path_clk_slew_ps 60 \
    grt_pass1_wl_mm 20.7 \
    antenna_found_initial 6 \
    ys_area_sq_um 4500 \
    flop_area_sq_um 4440 \
]
logic make-up (layout without fill, tap and decap cells):
group | Yosys count | count (layout) | synth area share
flops | 148 | 148 | 0.987
simple gates | 9 | 9 | 0.0120
buf+inv | 1 | 332 | 0.000833
other cells | 0 | 5 | 0
routing by layer:
metal / vias to the layer above / routed length (microns) / track usage
li1: 1286 / - / -
met1: 1288 / 5100 / 0.0934
met2: 178 / 7510 / 0.137
met3: 8 / 2490 / 0.0630
met4: 4 / 70 / 0.0116
met5: - / 24 / 0
final timing paths:
path,to,slack [ps],cells after the start
max,D_valC[16],5720,4
min,D_valP[55],2040,1
cell usage in the layout, fill, tap and decap left out, drive strengths merged:
cell           instances
edfxtp               148
nor2b                  7
bufinv                 1
nor2                   1
clkinv                 8
diode                  5
or2                    1
clkdlybuf4s50        298
buf                    3
clkbuf                19
inv                    2
clkinvlp               1
stage by stage:
stage	cell area [sq um]	power (mW)
floorplan	4500	0.797
global placement	7940	0.952
detailed placement	7940	0.954
CTS	8460	1.57
global route	8470	1.61
finish	8480	1.54
worst max-delay path, cell delays in order:
cell and delay (ps):
clkdlybuf4s50_1 570, nor2_4 160, buf_4 460, buf_4 640
sequential cells by signal, summed over array words and instances, names as in the netlist:
| register | flops |
|---|---|
| D_ifun | 4 |
| D_rA | 4 |
| D_icode | 4 |
| D_valC | 64 |
| D_rB | 4 |
| D_valP | 64 |
| D_stat | 4 |
power breakdown:
part	internal [mW]	total [mW]	switching (mW)
registers	0.769	0.780	0.0107
logic	0.121	0.155	0.0342
clock network	0.354	0.603	0.249
cell type report:
type                    instances  area share
flip-flops and latches        148       0.524
inverters                       1    0.000443
well taps                     341      0.0503
clock buffers                  19      0.0511
multi-input cells               9     0.00723
repair buffers                301       0.355
diodes                          5     0.00148
clock inverters                11      0.0105
Power is estimated from default activity; no workload was simulated.
