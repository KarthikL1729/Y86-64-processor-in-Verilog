**flow/config.mk**
```make
export PLATFORM = sky130hd
export DESIGN_NAME = rexecute
export DESIGN_NICKNAME = rexecute
export VERILOG_FILES = /design/flow/design.v
export SDC_FILE = /design/flow/constraint.sdc
export NUM_CORES = 4
export LEC_CHECK = 1
export CORE_AREA = 10 10 281 281
export DIE_AREA = 0 0 291 291
```
**flow/constraint.sdc**
```tcl
current_design rexecute

set clk_period 1.0
set clk_io_pct 0.2

create_clock -name clk0 -period $clk_period [get_ports {clk}]

set non_clock_inputs [all_inputs -no_clocks]
set_input_delay [expr $clk_period * $clk_io_pct] -clock clk0 $non_clock_inputs
set_output_delay [expr $clk_period * $clk_io_pct] -clock clk0 [all_outputs]
```
**flow/design.v**
```verilog
module rexecute(clk, E_bubble, d_stat, d_icode, d_ifun, d_valC, d_valA, d_valB, d_dstE, d_dstM, d_srcA, d_srcB, E_stat, E_icode, E_ifun, E_valC, E_valA, E_valB, E_dstE, E_dstM, E_srcA, E_srcB);
    input clk, E_bubble;
    input [3:0] d_stat;
    input [3:0] d_icode, d_ifun;
    input [63:0] d_valC, d_valA, d_valB;
    input [3:0] d_dstE, d_dstM, d_srcA, d_srcB;
    output reg [3:0] E_stat;
    output reg [3:0] E_icode, E_ifun;
    output reg [63:0] E_valC, E_valA, E_valB;    
    output reg [3:0] E_dstE, E_dstM, E_srcA, E_srcB;
    always @(posedge clk) begin
        if (E_bubble) begin
            E_stat <= d_stat;
            E_icode <= 1;
            E_ifun <= 0;
        end
        else begin
            E_stat <= d_stat;
            E_icode <= d_icode;
            E_ifun <= d_ifun;
            E_valA <= d_valA;
            E_valB <= d_valB;
            E_valC <= d_valC;
            E_dstE <= d_dstE;
            E_dstM <= d_dstM;
            E_srcA <= d_srcA;
            E_srcB <= d_srcB;
        end
    end
endmodule
```
**flow/run.sh**
```bash
#!/bin/bash
# OpenROAD 26Q1-2900-gdf79404cd8, Yosys 0.63+post, stock flow scripts
make -C /OpenROAD-flow-scripts/flow DESIGN_CONFIG=/design/flow/config.mk WORK_HOME=/design/flow/orfs finish
```
==> impl_metrics.csv <==
group,metric,value,unit
power,p_per_area,1780,nW/µm²
clock_tree,numCtsBuffers,25,
clock_tree,cts_tree,"yes",
clock_tree,post_cts_buffers,0,
power,power_leakage,4.42,nW
place,dp_cells,1655,
synthesis,synth-xor-area-share,0,%
sta,maxSlewViolCount,0,
clock_tree,clock_path_buffers,3,
critical_path,crit_family,"flip-flops",
sta,postLayoutSetupSlackWorst,-0.332,ns
synthesis,aoi_share,0,%
sta,final.setup.tns,-48.44,ns
synthesis,synth_seq_share,99.2,%
synthesis,adder_share,0,%
cells_and_area,design_area,12100,µm²
cells_and_area,fin_cells,1701,
synthesis,synth-simple-area-share,0.765,%
critical_path,cp_slowest_cell,"edfxtp_1",
power,vdd_drop_max,1360,µV
cells_and_area,nFillCells,7950,
synthesis,ys_sh_mux,0,%
job,warnings,28,
sta,hold_viol,0,
sta,rsz0062_at_grt,"true",
routing,dr_wl_met3,5.10,mm
global_routing,grt_pass1_vias,4682,
synthesis,yosysCellCount,229,
synthesis,synthCells,229,
critical_path,critPathMaxStageDelay,0.44,ns
routing,drtIter0Drc,126,
floorplan,die_w,291,µm
place,gp_congestion,0.845,
global_routing,grt_start_max_net_pins,27,
routing,routed_wl,24.9,mm
routing,vias,4225,
cells_and_area,logic_area,50.0,µm²
routing,drtPass1Iterations,4,
power,internal-power,17.3,mW
clock_tree,path_clk_slew,0.06,ns
cells_and_area,regArea,6490,µm²
sta,setup-violations-final,220,
critical_path,crit_arrival,1.13,ns
global_routing,track_usage,5.68,%
sta,period_used_share,133,%
power,switchingPower,4.27,mW
status,status,"complete, but fails checks",
routing,m1WireLength,8.33,mm
place,place_area,12400,µm²
status,failed_checks,"setup timing",
global_routing,grt_pass1_wl,34.6,mm
synthesis,ys_seq_elements,220,
global_routing,grt-ovfl-total,0,
critical_path,required,0.80,ns
hold_path,hold_path_startpoint,"E_bubble",
floorplan,fp_util,8.98,%
place,hpwlAfterDp,20.7,mm
sta,tightest_slew,0.186,ns
cells_and_area,drive_gt1_share,38.2,%
power,combPwrFrac,8.4,%
floorplan,chipArea,84700,µm²
synthesis,yosysUniqueCellTypes,5,
critical_path,cp-start-kind,"flop",
cells_and_area,syn_to_final_growth,85.2,%
critical_path,cp-startpoint,"E_valA[7]",
power,clockPowerShare,40.3,%
job,maxCapViolCount,0,
sta,fin_crit,1.33,ns
clock_tree,cts-root-buf,"clkbuf_16",
routing,routedWlPerCell,14.6,µm
critical_path,path_cells,"buf_6",
synthesis,top_logic_kind,"simple AND/OR/NAND/NOR gates",
clock_tree,htreeDepth,1,
floorplan,die_h,291,µm
critical_path,critPathMaxFanout,1,
global_routing,antenna_found_initial,12,
hold_path,hold_path_class,"input port to flop",
power,seq_power_share,51.3,%
floorplan,ios,442,
place,portBuffers,441,
critical_path,cp-end-kind,"output pin",
routing,top_layer,"met5",
routing,ant_nets,0,
synthesis,netlist_area,6540,µm²
sta,slew_headroom,87.6,%
routing,drc,0,
floorplan,coreArea,72800,µm²
routing,wl_met2,10.5,mm
critical_path,worstSetupPathType,"flop to output pin",
clock_tree,holdBufCountCts,0,
routing,vias_per_cell,2.48,
floorplan,fp-row-count,99,
synthesis,yosysChipArea,6540,µm²
critical_path,crit_buf_inv,1,
clock_tree,cts.sinks,220,
power,switching_share,19.8,%
synthesis,yosysWarningCount,1,
sta,fmax,751,MHz
synthesis,avgSynthCellArea,28.6,µm²
## repair_timing
item | 4_1_cts | 5_1_grt
endpoints found under the setup margin | 220 | 280
pin swaps | 0 | 0
resized | 723 | 3
## stage by stage
stage	worst slack (ns)	power (mW)	hold slack (ns)	utilization, %
final	-0.332	21.5	0.0669	16.6
after global routing	-0.437	22.6	0.0682	16.6
after CTS	-0.467	22.1	0.0496	16.6
after detailed placement	-0.569	13.8	0.653	17.0
after global placement	-0.586	13.8	0.653	17.0
after floorplan	-2.63	11.2	0.228	-
## registers in the layout, indices dropped and copies added, names as in the netlist
| signal | count |
|---|---|
| E_valC | 64 |
| E_ifun | 4 |
| E_icode | 4 |
| E_valB | 64 |
| E_stat | 4 |
| E_dstM | 4 |
| E_srcB | 4 |
| E_srcA | 4 |
| E_dstE | 4 |
| E_valA | 64 |
## layout by cell type (no fill, tap or decap), drive strengths merged
master	count
nor2b	7
dfxtp	12
buf	246
diode	1
edfxtp	208
clkinvlp	3
dlymetal6s2s	1
inv	1
clkinv	6
bufinv	2
or2	1
clkbuf	34
clkdlybuf4s50	220
## synthesized netlist by cell type
cell type / number / share of area (%)
edfxtp_1: 208 / 96
dfxtp_1: 12 / 3.7
nor2b_1: 7 / 0.67
inv_1: 1 / 0.057
or2_1: 1 / 0.096
## power by group through the flow
| stage | logic, mW | clock network (mW) | registers [mW] |
|---|---|---|---|
| after CTS | 1.89 | 9.14 | 11.1 |
| after global routing | 2.00 | 9.46 | 11.1 |
| final | 1.82 | 8.68 | 11.0 |
## cell type report
type,count,area share (%)
Antenna cell,1,0.0207
Clock buffer,34,5.44
Clock inverter,11,0.971
Inverter,1,0.0620
Multi-Input combinational cell,8,0.413
Sequential cell,220,53.6
Tap cell,959,9.91
Timing Repair Buffer,467,29.6
## logic make-up after synthesis
logic type,after synthesis
buf+inv,1
flops,220
simple gates,8
## per-layer routing
layer	vias up	track usage [%]
met1	1900	5.74
met3	47	5.37
met5	-	0
li1	1908	-
met2	352	8.28
met4	18	1.57
## worst paths after layout
check / slack (ns) / cells past startpoint / to
hold / removal: 0.07 / 3 / E_icode[1]
setup / recovery: -0.33 / 1 / E_valA[7]
Power and IR drop assume default switching activity.
