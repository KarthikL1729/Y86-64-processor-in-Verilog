==> design/flow/config.mk <==
export PLATFORM = sky130hd
export DESIGN_NAME = sub_64
export DESIGN_NICKNAME = sub_64
export VERILOG_FILES = /design/flow/design.v
export SDC_FILE = /design/flow/constraint.sdc
export NUM_CORES = 4
export LEC_CHECK = 1
export CORE_AREA = 10 10 135 135
export DIE_AREA = 0 0 145 145
==> design/flow/design.v <==
module half_adder(a, b, s, c); 
  input a,b;
  output s,c;
  xor x1(s,a,b);
  and a1(c,a,b);
endmodule
module full_adder(a, b, sum, cin, cout);
  input a,b,cin;
  output sum,cout;
  wire x,y,z;
  half_adder h1(a, b, x, y);
  half_adder h2(x, cin, sum, z);
  or o1(cout,y,z);
endmodule
module add_64 (a, b, sum, overflow);
    input signed [63:0] a, b;
    output signed [63:0] sum;
    output overflow; 
    wire [64:0] carry;
    assign carry[0] = 1'b0;
    genvar i;
    generate for(i = 0; i < 64; i = i+1) begin
        full_adder n(a[i], b[i], sum[i], carry[i], carry[i+1]);
    end
    endgenerate
    xor x1(overflow, carry[64], carry[63]);
endmodule
module sub_64(a, b, diff, overflow);
    input signed [63:0] a, b;
    output signed [63:0] diff;
    output overflow;
    wire [63:0] bn, bcomp;
    wire [63:0] addc;
    genvar i;
    generate for(i = 0; i < 64; i = i+1) begin
        not(bn[i], b[i]);
    end
    endgenerate
    assign addc = 64'b1;
    add_64 comp(bn, addc, bcomp, ov1);
    add_64 sub(a, bcomp, diff, overflow);
endmodule
==> design/flow/constraint.sdc <==
current_design sub_64

set clk_period 58.8
set clk_io_pct 0.2

create_clock -name clk0 -period $clk_period

set non_clock_inputs [all_inputs -no_clocks]
set_input_delay [expr $clk_period * $clk_io_pct] -clock clk0 $non_clock_inputs
set_output_delay [expr $clk_period * $clk_io_pct] -clock clk0 [all_outputs]
==> design/flow/run.sh <==
#!/bin/bash
# OpenROAD 26Q1-2900-gdf79404cd8, Yosys 0.63+post, stock flow scripts
make -C /OpenROAD-flow-scripts/flow DESIGN_CONFIG=/design/flow/config.mk WORK_HOME=/design/flow/orfs finish
==> results_tabular.tex <==
% Table of physical implementation metrics
\begin{tabular}{lr}
\hline
Metric & Value \\
\hline
\multicolumn{2}{l}{\textbf{Placed design}} \\
Placed wire-length estimate & 7363 microns \\
Count of placed standard cells including taps & 784 \\
Final weighted congestion in routability-driven placement & 0.7859 \\
Port Buffer Count & 193 \\
\multicolumn{2}{l}{\textbf{Yosys}} \\
Count of yosys warnings during synthesis & 1 \\
Post-synth top area cell & fa\_1 \\
YS chip area & 3493 sq um \\
Cell types occupying the most area after synthesis & fa\_1 36\%, inv\_1 27\%, ha\_1 23\% \\
Instance tally after logic synthesis & 444 \\
Cell count in the Yosys report & 444 \\
Most used standard cell by instance count after synthesis & inv\_1 \\
Post-synth top area share & 0.3610 \\
Synth cell count leaders & 252 x inv\_1, 64 x buf\_4, 63 x fa\_1, 63 x ha\_1, 2 x xor2\_1 \\
Unique masters post-synth & 5 \\
Average footprint of a synthesized cell & 7.868 sq um \\
Seq share, synth & 0 \\
Combined area of all synthesized cells & 3493 sq um \\
\multicolumn{2}{l}{\textbf{Die}} \\
Core area & 15,260 sq um \\
Core utilization at floorplan & 0.2289 \\
Top Ports & 193 \\
Row cnt & 45 \\
Horizontal die dimension & 145 microns \\
Total die size & 21,030 sq um \\
Die Ht & 145 microns \\
\multicolumn{2}{l}{\textbf{Timing}} \\
Highest Clock Rate & 19.87 MHz \\
Unrepaired setup endpoints after global routing & no \\
Setup Total Neg Slack & 0 ps \\
Portion of the clock cycle consumed by the worst path in the final layout & 0.8560 \\
Setup violations, final & 0 \\
Final worst path period need & 50,340 ps \\
Final hold violation count & 0 \\
Actual transition at the worst max-transition pin & 178.8 ps \\
Count of final max-slew check failures & 0 \\
Slew Limit Headroom & 0.8804 \\
\multicolumn{2}{l}{\textbf{Run}} \\
Maxcap violations & 0 \\
Number of warnings the tools reported & 32 \\
\multicolumn{2}{l}{\textbf{Power and ir drop}} \\
Clock share of power & 0 \\
Internal power summed over all cells & 0.02984 mW \\
Power per unit of standard cell area & 8.283 nW/um\^{}2 \\
Power spent charging and discharging nets & 0.01330 mW \\
VDD IR max & 0.004329 mV \\
Combinational cell fraction of total power & 1.000 \\
Leak & 3.131 nW \\
Sequential group share of total power & 0 \\
Sw Ratio & 0.3082 \\
\multicolumn{2}{l}{\textbf{Final layout}} \\
Flop count & 0 \\
Combinational cell area excluding buffers and inverters & 2067 sq um \\
Layout clock buffers & 0 \\
Proportion of layout cells with a drive suffix above 1 & 0 \\
Fill cell total of the finished layout & 1,608 \\
Syn-to-layout area delta & 49.10\% \\
FF/Latch Area & 0 sq um \\
Post-layout instance count excluding filler cells & 784 \\
\multicolumn{2}{l}{\textbf{Setup path}} \\
Delay contributed by the slowest stage of the critical path & 480 ps \\
Required time at the worst-slack endpoint & 47,040 ps \\
Most frequent cell on the critical path & fa\_1 \\
Max FO, Critical Path & 2 \\
Worst setup path startpoint & b[0] \\
Critical-path cell with the highest stage delay & clkdlybuf4s50\_1 \\
Worst Path Arrival & 38,580 ps \\
CP Capture Type & output pin \\
Category of the most critical setup path & input pin to output pin \\
Startpoint class of the critical path & input pin \\
\multicolumn{2}{l}{\textbf{Routing}} \\
Vias after detailed routing & 2,444 \\
Detailed Route Iter0 Violations & 14 \\
Total Wirelength & 7335 microns \\
Wire per inst & 9.356 microns \\
Number of DRC violations after detailed routing & 0 \\
Count of antenna-violating nets left after detailed routing & 0 \\
Via density & 3.117 \\
1st-pass router iterations & 3 \\
Diodes inserted & 0 \\
\multicolumn{2}{l}{\textbf{Clocking}} \\
Post CTS Setup Buffer Count & 0 \\
Number of gates given a new drive strength after cts & 0 \\
Hold buffer count at cts & 0 \\
\multicolumn{2}{l}{\textbf{GRT}} \\
Antenna violations before repair & 0 \\
Global-route total usage across every layer & 0.07070 \\
Number of global-route vias before repair & 2,765 \\
Pin count of the biggest net entering global routing & 3 \\
Wire length of the first global-routing pass & 12,470 microns \\
Total congestion overflow & 0 \\
\multicolumn{2}{l}{\textbf{Worst hold path}} \\
Startpoint of the worst hold path & a[0] \\
WHS Path Cells & 3 \\
Capture endpoint of the worst hold path & diff[0] \\
Worst min-delay path class & input pin to output pin \\
\multicolumn{2}{l}{\textbf{Run status}} \\
Status & finished clean \\
\hline
\end{tabular}
critical path, delay by kind of cell:
kind | cells | cell delay (ps)
buffers and inverters | 4 | 1060
XOR/XNOR | 1 | 160
adder cells (fa/ha/maj) | 64 | 25600
power by group through the flow:
stage	sequential, mW	combinational, mW	clock [mW]
4_1_cts	0	0.0450	0
5_1_grt	0	0.0505	0
6_report	0	0.0431	0
per-layer routing:
| metal | global-route usage | share of wire | up-vias |
|---|---|---|---|
| met5 | 0 | 0 | - |
| met4 | 0.002554 | 0.0038 | 0 |
| met3 | 0.03154 | 0.12 | 2 |
| met2 | 0.1140 | 0.44 | 114 |
| met1 | 0.09067 | 0.44 | 991 |
| li1 | - | - | 1337 |
metrics by stage:
stage / total power, mW / area (sq um) / utilization / setup WS (ps) / hold WS, ps
after floorplan: 0.02587 / 3493 / - / 9998 / 23690
after global placement: 0.04471 / 5209 / 0.3414 / 8390 / 24580
after detailed placement: 0.04466 / 5209 / 0.3414 / 8252 / 24570
after CTS: 0.04496 / 5209 / 0.3414 / 8205 / 24570
after global routing: 0.05052 / 5209 / 0.3414 / 7361 / 24620
final: 0.04314 / 5209 / 0.3414 / 8465 / 24560
logic make-up (layout without fill, tap and decap cells):
| family | count (synthesis) | after routing | synth area share |
|---|---|---|---|
| buffers and inverters | 316 | 445 | 0.4083 |
| XOR/XNOR | 2 | 2 | 0.005015 |
| adder cells (fa/ha/maj) | 126 | 126 | 0.5867 |
layout by cell type (no fill, tap or decap):
| cell type | netlist | layout |
|---|---|---|
| inv_1 | 252 | 252 |
| xor2_1 | 2 | 2 |
| ha_1 | 63 | 63 |
| fa_1 | 63 | 63 |
| clkdlybuf4s50_1 | 0 | 193 |
worst max-delay path by stage:
stage	endpoint	slack, ps
after CTS	overflow	8200
after global routing	overflow	7360
final	overflow	8460
layout make-up:
cell class / count / share of cell area
inverter: 252 / 0.1816
multi-input combinational: 128 / 0.3968
tap: 211 / 0.05068
timing repair buffer: 193 / 0.3709
No activity file was given, so power comes from the tool's default toggle rates.
